==> design.v <==
module lfsr(input logic clk,
            input logic reset_n,
            output logic [15:0] randomNumber);
logic [15:0] start_state = 16'hACE1;
logic [15:0] Bit;
always@(posedge clk)
begin
    if (!reset_n) 
        begin
            randomNumber <= start_state;
            Bit <= (((start_state >> 0) ^ (start_state >> 2) ^ (start_state >> 3) ^ (start_state >> 5)) & 16'h1);
        end
    else
        begin
            Bit <= (((randomNumber >> 0) ^ (randomNumber >> 2) ^ (randomNumber >> 3) ^ (randomNumber >> 5)) & 16'h1);
            randomNumber <= ((randomNumber >> 1) | (Bit << 15));
        end
end
endmodule
==> run.sh <==
#!/bin/bash
# OpenROAD 26Q1-2900-gdf79404cd8, Yosys 0.63+post, stock flow scripts
make -C /OpenROAD-flow-scripts/flow DESIGN_CONFIG=/design/flow/config.mk WORK_HOME=/design/flow/orfs finish
==> config.mk <==
export PLATFORM = sky130hd
export DESIGN_NAME = lfsr
export DESIGN_NICKNAME = lfsr
export VERILOG_FILES = /design/flow/design.v
export SDC_FILE = /design/flow/constraint.sdc
export NUM_CORES = 4
export LEC_CHECK = 1
export CORE_AREA = 10 10 70 70
export DIE_AREA = 0 0 80 80
export SYNTH_HDL_FRONTEND = slang
==> constraint.sdc <==
current_design lfsr

set clk_period 1.0
set clk_io_pct 0.2

create_clock -name clk0 -period $clk_period [get_ports {clk}]

set non_clock_inputs [all_inputs -no_clocks]
set_input_delay [expr $clk_period * $clk_io_pct] -clock clk0 $non_clock_inputs
set_output_delay [expr $clk_period * $clk_io_pct] -clock clk0 [all_outputs]
==> metrics.cfg <==
[critical_path]
start_kind=flip-flop
worstPathRequired_ns=1.18
timing.critical_path.fanout_max=2
critical_path.n_buffers_inverters=1
cp_data_arrival_time_ns=1.16
cell_with_the_largest_stage_delay_on_the_worst_path=dfxtp_2
cp-end-kind=flip-flop
timing_worst_setup_path_type=flip-flop to flip-flop
path_delay_family=flip-flops
regToRegSetupSlack_ns=0.02
critical_path.reg2reg.endpoint=Bit[0]$_SDFF_PN0_
critPathMaxStageDelay_ns=0.33
critical_path_depth=4
cp_cell_sequence=buf_4 > xnor2_2 > xnor2_1 > and2_1
worstReg2RegStart=randomNumber[0]$_SDFF_PN1_
rr_worst_depth=4

[drt]
drt_wl_cell_um=9.41
final_antenna_net_count=0
route.final.wire_length_mm=1.04
first_iter_violations=7
drc_errors=0
viasPerCell=2.95
detailedRoute.firstPassIterationCount=2
via_count=325
n_antenna_cell=0

[power]
power_leakage_nw=0.314
worst_voltage_drop_across_the_vdd_grid_mv=0.548
power_density_mw_per_mm2=1670
totalPowerFinal_w=0.00121

[timing]
hold_slack_ns=0.424
timing.clock.skew_ns=0.000659
maxSlewHeadroom_pct=89.0
hold_viol_final=0
fin_crit_sh_pct=98.0
unrepaired_setup_endpoints_after_global_routing=false
final_period_minus_worst_setup_slack_ns=0.980
achievable-frequency_mhz=1020
max_slew.worst_pin.slew_ns=0.163
timing.setup.tns_ns=0
timing.final.max_slew_violations=0
setup-violations-final=0

[clock_network]
cts-root-buf=clkbuf_4
cts_max_level=1
cts_tree=yes
clkSlewWorstSetupHoldPaths_ns=0.09
cts_hold_repair.buffers=0
clkLatencyLatePin_ns=0.28
cts_inserted_buffers=3
cts_buffer_depth=2
clkSinkCount=17

[global_route]
grt_start_max_net_pins=10
grt-ovfl-total=0
via_count_of_the_first_global_routing_pass=353
global_route.usage.total_pct=3.54
antenna_violations_before_repair=0
grt_pass1_wl_mm=1.79

[die]
pin_count=18
floorplanUtilization_pct=14.0
rows=21
die.size.y_um=80
core-area_mm2=0.00342
die_area_mm2=0.00640
floorplan.die.width_um=80

[synth]
yosys.area.top_type_share_pct=71.0
synth.most_common_cell=dfxtp_1
area_figure_in_the_yosys_stat_output_um2=479
synth.top_cells.by_count=17 x dfxtp_1, 8 x and2_1, 8 x nand2b_1
synthFlopType=dfxtp_1
syn-cell-area_um2=479
synth_unique_cells=7
synth-edff-count=0
yosys.area.top_type=dfxtp_1
sequential_to_total_area_share_from_yosys_stat_pct=71.0
count_of_instantiated_cells_in_the_yosys_netlist=38
ys_warn_count=0
syn_area_per_cell_um2=12.6
ys_seq_elements=17
postSynth.asyncResetShare_pct=0
synth_cells=38
top_cells_by_area=dfxtp_1 71%, and2_1 10%, nand2b_1 10%

[flow_run]
cap_viol_max_count=0
openroad.warnings=25

[placement]
place_congestion=0.688
place_hpwl_um=799
portBuffers=17
dp_area_um2=732

[layout]
final_area_um2=724
drive_gt1_share_pct=67.2
area.growth.synth_to_final_pct=51.2
postLayoutCoreUtil_pct=21.2

[min_path]
min_delay_path_depth=1
min-delay-start=Bit[0]$_SDFF_PN0_
min-delay-path-class=flip-flop to flip-flop
hold_end=randomNumber[15]$_SDFF_PN1_

[run_status]
outcome=finished clean

## worst register-to-register path: cells and delay by family, from the launching register on
kind	cells	cell delay (ns)
xor gates and xnor gates	2	0.25
DFF	1	0.33
and+or+nand+nor	1	0.17
buffers and inverters	1	0.13
## cell type report
class,instances,area (µm²)
Sequential cell,17,360
Clock buffer,4,26.3
Timing Repair Buffer,23,139
Multi-Input combinational cell,20,141
Fill cell,390,2690
Tap cell,46,57.6
## layout by cell type (no fill, tap or decap)
master | netlist | layout
and2_1 | 8 | 8
and2_2 | 1 | 1
buf_4 | 0 | 5
nand2b_1 | 8 | 8
clkbuf_4 | 0 | 3
xnor2_1 | 2 | 1
clkbuf_2 | 0 | 6
dfxtp_1 | 17 | 1
clkdlybuf4s50_1 | 0 | 1
buf_6 | 0 | 1
buf_2 | 1 | 10
xor2_1 | 1 | 1
dfxtp_2 | 0 | 16
clkbuf_1 | 0 | 1
xnor2_2 | 0 | 1
## flip-flops by register name, summed over array words and instances, names as in the netlist
register,count
randomNumber,16
Bit,1
## logic make-up after synthesis
family | after synthesis | synth area share (%)
DFF | 17 | 71.0
and+or+nand+nor | 17 | 22.5
xor gates and xnor gates | 3 | 5.48
buffers and inverters | 1 | 1.04
## worst max-delay path by stage
stage | start | end | slack, ns
6_report | randomNumber[0]$_SDFF_PN1_ | Bit[0]$_SDFF_PN0_ | 0.02
5_1_grt | randomNumber[5]$_SDFF_PN1_ | randomNumber[5] | 0.001
4_1_cts | randomNumber[0]$_SDFF_PN1_ | randomNumber[0] | 0.00007
## stage by stage
step	setup slack (ns)	std cells
after floorplan	0.184	38
after global placement	-0.0732	104
after detailed placement	-0.0841	104
after CTS	0.0000654	112
after global routing	0.00103	110
final	0.0202	110
## routing by layer
| layer | GRT usage [%] | up-vias | part of all wire, % |
|---|---|---|---|
| met3 | 2.50 | 2 | 10 |
| met5 | 0 | - | 0 |
| li1 | - | 168 | - |
| met4 | 0.528 | 0 | 1.2 |
| met1 | 4.67 | 144 | 49 |
| met2 | 4.65 | 11 | 40 |
## power breakdown
part / switching [W] / internal, W / total [W] / leakage (nW)
Sequential: 0.0000199 / 0.000731 / 0.000750 / 0.142
Combinational: 0.0000361 / 0.0000791 / 0.000115 / 0.156
Clock: 0.000190 / 0.000155 / 0.000345 / 0.0150
Total: 0.000246 / 0.000964 / 0.00121 / 0.314
## repair_timing
item	CTS	global route
pin swaps	3	3
setup endpoints to repair	17	7
gates resized	59	8
buffers inserted	4	0
Power and IR drop assume default switching activity.
